--- design/flow/design.v ---
module nor_flash_memory (
    input wire clk,
    input wire we,           
    input wire re,           
    input wire [7:0] address,
    input wire [7:0] data_in,
    output reg [7:0] data_out
);
    reg [7:0] memory [255:0];
    integer i;
    initial begin
        data_out = 8'b0;
        for (i = 0; i < 256; i = i + 1)
            memory[i] = 8'b0;
    end
    always @(posedge clk) begin
        if (we) begin
            memory[address] <= data_in;      
        end else if (re) begin
            data_out <= memory[address];     
        end else begin
            data_out <= 8'b0;                
        end
    end
endmodule
--- design/flow/run.sh ---
#!/bin/bash
# OpenROAD 26Q1-2900-gdf79404cd8, Yosys 0.63+post, stock flow scripts
make -C /OpenROAD-flow-scripts/flow DESIGN_CONFIG=/design/flow/config.mk WORK_HOME=/design/flow/orfs finish
--- design/flow/config.mk ---
export PLATFORM = sky130hd
export DESIGN_NAME = nor_flash_memory
export DESIGN_NICKNAME = nor_flash_memory
export VERILOG_FILES = /design/flow/design.v
export SDC_FILE = /design/flow/constraint.sdc
export NUM_CORES = 4
export LEC_CHECK = 1
export CORE_UTILIZATION = 40
--- design/flow/constraint.sdc ---
current_design nor_flash_memory

set clk_period 16.1
set clk_io_pct 0.2

create_clock -name clk0 -period $clk_period [get_ports {clk}]

set non_clock_inputs [all_inputs -no_clocks]
set_input_delay [expr $clk_period * $clk_io_pct] -clock clk0 $non_clock_inputs
set_output_delay [expr $clk_period * $clk_io_pct] -clock clk0 [all_outputs]
==> results.cfg <==
; yosys + openroad results
[status]
status = finished, final reports clean

[clock_tree]
post_cts_buffers = 0
hold_buffers = 0
clock-root-buffer = clkbuf_16
numCtsBuffers = 204
cts.htree.levels = 4
clk_pin_slew_ps = 60
clk_latency_ps = 830
clockBufferDepth = 3
cts.sinks = 2056
ctsResizeCount = 0
cts_tree = built

[worst_setup_path]
r2r-start = memory[59][1]
path_cells = buf_8 -> buf_4 -> buf_4 -> buf_12 -> buf_4 -> mux2i_1 -> o22ai_1 -> nor4_1 -> a31oi_1 -> a2111oi_2 -> nor4b_2
cpPeakStageDelay_ps = 700
worstPathRequired_ps = 16660
cpMostUsedCell = buf_4
cp_data_arrival_time_ps = 7950
path_buffers = 5
cp-startpoint = address[0]
slowest_stage = buf_4
start_kind = input port
cp_max_fo = 92
path_class = in -> reg
cp-end-kind = flip-flop
crit_family = buffers and inverters

[synth]
flop_cell = edfxtp_1
syn_area_mm2 = 0.0804
synth_cell_types = 54
yosysWarningCount = 1
synthCells = 4068
synth_seq_share_pct = 76.8
ys_top_cells_by_area = edfxtp_1 77%, mux4_2 9.2%, mux2i_1 5.0%
avgSynthCellArea_um2 = 19.8
edf_count = 2056
yosysChipArea_mm2 = 0.0804
synth_top_cell_by_area = edfxtp_1
synthArstFlopShare_pct = 0
yosysCellCount = 4068
netlist.area_leader.share_pct = 76.8
ys_seq_elements = 2056

[global_routing]
grt_antenna_before_repair = 6
grt.busiest_layer = met2
grtUsageMet2_pct = 32.3
grt_pass1_vias = 43200
grt_overflow = 0
grt_pass1_wl_um = 298000
use_met3_pct = 14.3
grt_max_degree = 102
use_met1_pct = 28.9
grt_usage_pct = 22.3

[floorplan]
dieWidth_um = 450
die_h_um = 450
rows = 164
num_io_pins = 27
chipArea_mm2 = 0.203
core_area_mm2 = 0.200
floorplanUtilization_pct = 40.3

[cells_and_area]
design_area_mm2 = 0.0906
fillCellCount = 16500
drive_above_1_share_pct = 18.7
layoutNonFillerInstCount = 7043
synthToLayoutAreaGrowth_pct = 12.7
logic_area_mm2 = 0.0172
flop_area_mm2 = 0.0617

[placement]
gp_congestion = 0.914
dpl.hpwl_um = 125000
portBuffers = 26
pre_cts_ws_ps = 7740
placed_cells_incl_taps = 6657
place_area_mm2 = 0.0838

[route]
viasPerCell = 5.68
vias = 40000
ant_nets = 0
post-route-drc-count = 0
wl_per_cell_um = 29.0
drt_iter0_markers = 2746
wirelength_um = 204000
drtPass1Iterations = 6

[sta]
setup_slack_ps = 8710
hold_viol = 0
setup-tns-final_ps = 0
hold-worst-slack_ps = 1070
slew_viol_final = 0
period_used_pct = 45.9
max_slew_margin_pct = 11.0
rsz0062_at_grt = false
worst_slew_pin_slew_ps = 1330
max_freq_mhz = 135
finalClockSkew_ps = 43.2
finalSetupViolations = 0
fin_crit_ps = 7390

[worst_hold_path]
min_path_type = reg -> reg
hold_path_startpoint = memory[66][6]

[pwr]
p_leak_nw = 28.7
powerDensity_mw_per_mm2 = 124
irDropWorstVdd_v = 0.000103

[job]
warning_count = 29
cap_viol_max_count = 0
[through the flow]
step / util (%) / total power [mW]
after global routing: 45.4 / 11.5
after global placement: 42.0 / 6.56
final: 45.4 / 11.2
after CTS: 45.4 / 11.3
after floorplan: - / 6.31
after detailed placement: 42.0 / 6.56
[synth_stat cells, drive strengths merged, types with 5 or more instances]
cell type  instances
a2111oi            7
a211oi            19
a21oi             45
a221oi            22
a22o              14
a22oi            124
a31oi             11
and2               5
and3              15
buf              141
clkbuf           115
edfxtp          2056
mux2               6
mux2i            400
mux4             330
nand2             83
nand2b             8
nand3             82
nand4             12
nor2             278
nor2b             21
nor3              37
nor4               7
o2111a            12
o211a              6
o211ai             8
o21ai             60
o221ai             7
o22ai             99
or3               10
[worst reg2reg max path: cells and delay by family, from the launching register on]
kind | cells | cell delay [ps]
and+or+nand+nor | 1 | 120
muxes | 2 | 1100
AOI/OAI and AO/OA | 2 | 1400
DFF | 1 | 350
[layout make-up]
| cell class | instances | share of cell area, % |
|---|---|---|
| Tap cell | 2656 | 3.67 |
| Timing Repair Buffer | 189 | 1.69 |
| Clock inverter | 128 | 1.57 |
| Antenna cell | 5 | 0.0138 |
| Multi-Input combinational cell | 1755 | 19.0 |
| Inverter | 1 | 0.00414 |
| Sequential cell | 2056 | 68.1 |
| Clock buffer | 253 | 5.91 |
[registers in the layout (all words and copies together), names as in the netlist]
signal	count
memory	2048
data_out	8
[report_power, final]
group,switching (mW),internal [mW]
sequential,0.00356,5.90
combinational,0.366,0.171
clock,2.03,2.77
[cells in the final DEF (no fill, tap or decap), types with 8 or more instances in the layout]
master           instances
nand3_1                 80
a21oi_1                 45
clkbuf_1                46
a211oi_1                19
nand2b_1                 8
and3_1                  15
o22ai_1                 99
a31oi_1                 11
o21ai_1                 24
clkbuf_16              207
a22o_1                  14
mux4_2                 330
nand4_1                 12
a221oi_1                22
buf_8                   10
mux2i_1                400
buf_4                  162
clkinv_2                40
or3_1                   10
o2111a_1                12
bufinv_16               25
edfxtp_1              2056
nand2_1                 83
nor2b_1                 17
a22oi_1                124
o211ai_1                 8
clkdlybuf4s50_1         12
clkinv_1                46
nor2_1                 275
o21ai_0                 36
nor3_1                  37
[metal layers]
metal	vias to the layer above	share of wire, %	wire [µm]
li1	17100	-	-
met4	12	4.1	8400
met3	400	15	29700
met5	-	0.080	164
met2	2109	47	96000
met1	20400	34	70100
[logic make-up (layout without fill, tap and decap cells)]
group / count (synthesis) / count (layout) / synth area share [%]
buffers and inverters: 257 / 571 / 1.88
AOI/OAI and AO/OA: 442 / 442 / 3.80
DFF: 2056 / 2056 / 76.8
other: 0 / 5 / 0
muxes: 736 / 736 / 14.3
and+or+nand+nor: 577 / 577 / 3.24
[final timing paths]
path / to / slack (ps) / cells past startpoint
worst max-delay path: data_out[3] / 8710 / 11
worst min-delay path: data_out[6] / 1070 / 7
worst max register to register: data_out[1] / 12910 / 5
worst min register to register: data_out[6] / 1070 / 7
Power and IR drop assume default switching activity.
