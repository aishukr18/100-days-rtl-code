===== flow/run.sh =====
#!/bin/bash
# OpenROAD 26Q1-2900-gdf79404cd8, Yosys 0.63+post, stock flow scripts
make -C /OpenROAD-flow-scripts/flow DESIGN_CONFIG=/design/flow/config.mk WORK_HOME=/design/flow/orfs finish

===== flow/config.mk =====
export PLATFORM = sky130hd
export DESIGN_NAME = nand_flash_memory
export DESIGN_NICKNAME = nand_flash_memory
export VERILOG_FILES = /design/flow/design.v
export SDC_FILE = /design/flow/constraint.sdc
export NUM_CORES = 4
export LEC_CHECK = 1
export CORE_UTILIZATION = 50

===== flow/constraint.sdc =====
current_design nand_flash_memory

set clk_period 11.6
set clk_io_pct 0.2

create_clock -name clk0 -period $clk_period [get_ports {clk}]

set non_clock_inputs [all_inputs -no_clocks]
set_input_delay [expr $clk_period * $clk_io_pct] -clock clk0 $non_clock_inputs
set_output_delay [expr $clk_period * $clk_io_pct] -clock clk0 [all_outputs]

===== flow/design.v =====
module nand_flash_memory (
    input wire clk,
    input wire we,         
    input wire re,         
    input wire erase,      
    input wire [7:0] address,
    input wire [7:0] data_in,
    output reg [7:0] data_out
);
    reg [7:0] memory [255:0];
    integer i;
    initial begin
        data_out = 8'b0;
        for (i = 0; i < 256; i = i + 1)
            memory[i] = 8'b0;
    end
    always @(posedge clk) begin
        if (erase) begin
            for (i = 0; i < 256; i = i + 1)
                memory[i] <= 8'b0;   
        end else if (we) begin
            memory[address] <= data_in;
        end else if (re) begin
            data_out <= memory[address];
        end else begin
            data_out <= 8'b0;
        end
    end
endmodule

==> results_tabular.tex <==
% Synthesis and place-and-route results
\begin{tabular}{lr}
\hline
Metric & Value \\
\hline
\multicolumn{2}{l}{\textbf{Floorplan}} \\
\quad Initial core utilization & 50.4\% \\
\quad Placeable Area & 0.190 mm2 \\
\quad Vertical die dimension & 440 um \\
\quad FP Rows & 160 \\
\quad Chip Area & 0.193 mm2 \\
\quad Die outline width & 440 um \\
\quad \# IOs & 28 \\
\multicolumn{2}{l}{\textbf{Layout}} \\
\quad P\&R area growth vs syn & 9.39\% \\
\quad Final std cells w/o fill & 9,096 \\
\quad Register Area & 0.0617 mm2 \\
\quad Combinational cell area excluding buffers and inverters & 0.0318 mm2 \\
\quad Fillers & 14.7k \\
\quad Share of post-route cells with drive strength above 1 & 17.4\% \\
\multicolumn{2}{l}{\textbf{Timing}} \\
\quad Relative slew slack & 10.5\% \\
\quad Worst-Margin Slew & 1330 ps \\
\quad Final tally of max-slew violations & 0 \\
\quad Summed negative setup slack over all endpoints & 0 ps \\
\quad Final worst slack & 5030 ps \\
\quad Minimum hold slack & 1300 ps \\
\quad Min Clock Period, post-route & 6570 ps \\
\quad Hold violation count in the final report & 0 \\
\quad Final critical-path share of the clock period & 56.6\% \\
\quad Final worst clock skew & 26.0 ps \\
\quad Highest Clock Rate & 152 MHz \\
\quad Number of failing setup endpoints in the final timing report & 0 \\
\quad Unrepaired setup endpoints after global routing & false \\
\multicolumn{2}{l}{\textbf{Pwr}} \\
\quad Flop pwr share & 52.8\% \\
\quad Internal power & 12.6 mW \\
\quad VDD IR-drop max & 0.125 mV \\
\quad Part of the total power dissipated in the clock network & 39.9\% \\
\quad Pwr/cell area & 156 mW/mm2 \\
\quad Switching part of the total power & 23.1\% \\
\quad Net Switching & 3.79 mW \\
\quad Gate power share & 7.4\% \\
\quad Static Leak & 36.8 nW \\
\quad Total power & 16.4 mW \\
\multicolumn{2}{l}{\textbf{Status}} \\
\quad Run status & complete, no violations \\
\multicolumn{2}{l}{\textbf{Drt}} \\
\quad Post-route ant nets & 0 \\
\quad Vias after detailed routing & 52.9k \\
\quad Iteration count of the initial detailed-routing pass & 5 \\
\quad Number of design rule violations left after detail routing & 0 \\
\quad Drt via density & 5.81 \\
\quad DRT Wirelength & 263,000 um \\
\quad Initial drt markers & 3,212 \\
\quad Routed length per placed instance & 28.9 um \\
\multicolumn{2}{l}{\textbf{Synthesis}} \\
\quad Synthesis-stage register bit count & 2,056 \\
\quad Cells taking the most area after synthesis & edfxtp\_1 (64\%), and2\_1 (13\%), mux4\_2 (9.4\%), mux2i\_1 (2.9\%), or2\_2 (1.6\%) \\
\quad Sequential-to-total area share from yosys stat & 64.5\% \\
\quad Area share of the largest cell type after synthesis & 64.5\% \\
\quad Synthesized area & 0.0958 mm2 \\
\quad Yosys stat area & 0.0958 mm2 \\
\quad Yosys warns & 1 \\
\quad Post-synth EDFFs & 2,056 \\
\quad Top cells by instance count after synthesis & edfxtp\_1 (2,056), and2\_1 (1,924), mux4\_2 (401) \\
\quad Unique cell types & 60 \\
\quad Biggest area consumer among synthesized cells & edfxtp\_1 \\
\quad Synth Instances & 6,520 \\
\quad Fraction of synthesis flops using an asynchronous set or reset pin & 0\% \\
\quad Commonest flop & edfxtp\_1 \\
\quad Syn\_area\_per\_cell & 14.7 um2 \\
\quad Most used standard cell by instance count after synthesis & edfxtp\_1 \\
\quad Count of instantiated cells in the yosys netlist & 6,520 \\
\multicolumn{2}{l}{\textbf{Clock network}} \\
\quad Number of gates given a new drive strength after cts & 0 \\
\quad Number of sinks driven by the clock tree & 2,056 \\
\quad CTS Root Cell & clkbuf\_16 \\
\quad Clock Latency Late Sink & 870 ps \\
\quad Deepest clock path buffer count & 3 \\
\quad Number of buffers inserted by post-CTS setup repair & 0 \\
\quad Clock transition at the register clock pins on the worst setup and hold paths after CTS & 60 ps \\
\quad CTS tree & done \\
\quad CTS H-tree lvls & 4 \\
\quad Total CTS buffers & 214 \\
\quad Post-CTS Hold Fix Bufs & 0 \\
\multicolumn{2}{l}{\textbf{Global route}} \\
\quad GR Util All Layers & 30.7\% \\
\quad First-pass GRT wire length & 385,000 um \\
\quad Antenna violations before repair & 10 \\
\quad GRT Residual Overflow & 0 \\
\quad Largest net degree at the start of global routing & 117 \\
\quad Number of global-route vias before repair & 56.0k \\
\multicolumn{2}{l}{\textbf{Critical path}} \\
\quad Startpoint Class & primary input \\
\quad Category of the most critical setup path & in -> reg \\
\quad Worst Path Max Fanout & 76 \\
\quad CP Data Arrival Time & 7160 ps \\
\quad Worst Setup End Kind & register \\
\quad Critical path data required time & 12,200 ps \\
\multicolumn{2}{l}{\textbf{Placement}} \\
\quad Post-Place Cells & 8,697 \\
\quad Port buffer count & 27 \\
\quad DP HPWL & 166,000 um \\
\quad Pre-CTS setup slack & 4200 ps \\
\quad RePlAce Congestion & 0.967 \\
\multicolumn{2}{l}{\textbf{Worst hold path}} \\
\quad Class of the worst hold path & reg -> reg \\
\multicolumn{2}{l}{\textbf{Run}} \\
\quad Tally of max-capacitance violations & 0 \\
\quad Tally of OpenROAD warnings & 35 \\
\hline
\end{tabular}
==> metrics by stage <==
step           utilization, %  instance area, um2
6_report                 55.1              105000
5_1_grt                  55.1              105000
4_1_cts                  55.1              105000
3_5_place_dp             51.6               98200
3_3_place_gp             51.6               98200
2_1_floorplan               -               95800
==> layout make-up <==
type | instances | share of cell area (%)
inverters | 9 | 0.0322
well taps | 2511 | 3.00
repair buffers | 180 | 1.46
clock buffers | 273 | 5.36
multi-input cells | 3941 | 30.3
diodes | 6 | 0.0143
flip-flops and latches | 2056 | 58.9
clock inverters | 120 | 0.897
==> flip-flops by register name (all words and copies together), names as in the netlist <==
signal / count
data_out: 8
memory: 2048
==> worst max-delay path: stages <==
cell and delay, ps:
buf_8 400, buf_4 700, buf_12 470, buf_4 600, mux4_2 400, nor2_1 100, a2111oi_1 60, buf_4 200
nor4_1 930, o21ai_0 350, and4_1 310
==> power by group through the flow <==
| stage | Sequential, mW | Clock (mW) | Combinational [mW] |
|---|---|---|---|
| 5_1_grt | 8.67 | 6.90 | 1.28 |
| 4_1_cts | 8.64 | 6.63 | 1.22 |
| 6_report | 8.64 | 6.52 | 1.21 |
==> layer usage <==
layer / global-route usage, % / wire length (um) / vias up / part of all wire, %
met5: 1.02 / 345 / - / 0.13
met4: 8.81 / 9950 / 18 / 3.8
met3: 16.9 / 34300 / 449 / 13
met2: 43.4 / 121000 / 2282 / 46
met1: 44.9 / 97100 / 26300 / 37
li1: - / - / 23800 / -
==> path summary, 6_finish.rpt <==
kind | depth (start not counted) | slack, ps | from | to
max | 11 | 5030 | address[1] | data_out[2]
min | 6 | 1300 | memory[116][7] | data_out[7]
max reg2reg | 7 | 8340 | memory[219][7] | data_out[7]
min reg2reg | 6 | 1300 | memory[116][7] | data_out[7]
==> cell families (layout without fill, tap and decap cells) <==
logic type      count (synthesis)  after routing  share of synthesized area (%)
buf+inv                       523            582                           2.48
compound gates                386            386                           2.69
other cells                     0              6                              0
simple gates                 2847           2847                           17.7
flops                        2056           2056                           64.5
mux                           708            708                           12.7
==> cells in the final DEF, fill, tap and decap left out, types with 9 or more instances in the layout <==
master           Yosys  routed
edfxtp_1          2056    2056
and2_1            1924    1924
mux4_2             401     401
mux2i_1            282     282
nor2_1             257     254
or2_2              244     244
clkbuf_16            0     216
buf_4               31     151
and3_1             143     143
a22oi_1             80      80
nand2_1             70      67
o21ai_0             62      62
clkinv_1             0      62
o22ai_1             61      61
a21oi_1             58      58
clkbuf_1           337      57
nor3_1              55      55
nor2b_1             35      31
nand3_1             36      30
clkinv_2             0      28
mux2_2              25      25
a211oi_1            19      19
nand4_1             18      18
a21o_1              17      17
nor4_1              16      16
nand2b_1            15      15
a221oi_1            15      15
nor2_2              10      12
buf_8                1      12
clkdlybuf4s50_1      0      11
bufinv_16            0      10
inv_1                9       9
a22o_1               9       9
Power and IR drop assume default switching activity.
